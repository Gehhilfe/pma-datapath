File: design/flow/config.mk
export PLATFORM = sky130hd
export DESIGN_NAME = datapath_gray
export DESIGN_NICKNAME = datapath_gray
export VERILOG_FILES = /design/flow/design.v
export SDC_FILE = /design/flow/constraint.sdc
export NUM_CORES = 4
export LEC_CHECK = 1
export CORE_UTILIZATION = 40
export SYNTH_HDL_FRONTEND = slang
File: design/flow/constraint.sdc
current_design datapath_gray

set clk_period 9.8
set clk_io_pct 0.2

create_clock -name clk0 -period $clk_period [get_ports {i_clk}]

set non_clock_inputs [all_inputs -no_clocks]
set_input_delay [expr $clk_period * $clk_io_pct] -clock clk0 $non_clock_inputs
set_output_delay [expr $clk_period * $clk_io_pct] -clock clk0 [all_outputs]
File: design/flow/design.v
module add
#(
    parameter latency = 3,
    parameter a_bits = 32,
    parameter b_bits = 32,
    parameter q_bits = 32
)(
    input wire               i_clk,
    input wire  [a_bits-1:0] i_a,
    input wire  [b_bits-1:0] i_b,
    output wire [q_bits-1:0] o_q
);
reg [q_bits-1:0] r_lat [latency-1:0];
assign o_q = r_lat[latency-1];
integer i;
always @(posedge i_clk) begin
    r_lat[0] <= i_a + i_b;
    for(i=1; i < latency; i = i + 1) begin
        r_lat[i] <= r_lat[i-1];
    end  
end
endmodule
module datapath_gray #(
    parameter C_ROW_SIZE = 8
)(
    input wire i_clk,
    input wire i_rst,
    input wire [7:0] data_in,
    input wire valid_in,
    input wire sof_in,
    output wire busy_out,
    output wire [7:0] data_out,
    output wire valid_out,
    output wire sof_out,
    input wire busy_in
);
wire stalled = busy_in;
assign busy_out = stalled;
reg [2:0] r_color_ctr;
reg [7:0] r_red, r_green, r_blue;
reg [24-1:0] r_blue_q;
localparam lp_sof_delay = 12;
reg [lp_sof_delay-1:0] r_sof_delay;
localparam lp_dataout_buffer_len = 8;
reg [lp_dataout_buffer_len*8-1:0] r_data_out;
reg [lp_dataout_buffer_len-1:0] r_data_out_valid;
reg [lp_dataout_buffer_len-1:0] r_data_out_sof;
localparam lp_pipe_color_ctr_bits = 4*3;
localparam lp_result_out_delay_bits = 6;
reg [lp_pipe_color_ctr_bits-1:0] pipe_color_ctr;
reg [lp_result_out_delay_bits-1:0] pipe_result_delay;
wire [5:0] red_constant = 19;
wire [6:0] green_constant = 75;
wire [3:0] blue_constant = 3;
reg [6:0] a_mul_a_muxed;
wire [7+8-1:0] a_mul_q;
always @(*) begin
    case (r_color_ctr)
        3'b001:  a_mul_a_muxed = {1'b0, red_constant};
        3'b010:  a_mul_a_muxed = green_constant;
        3'b100:  a_mul_a_muxed = {2'b0, blue_constant};
        default: a_mul_a_muxed = {1'b0, red_constant};
    endcase  
end
mul #(
    .a_bits (7),
    .b_bits (8)
    ) mul_a (
    .i_clk(i_clk),
    .i_a  (a_mul_a_muxed),
    .i_b  (data_in),
    .o_q  (a_mul_q)
);
reg red_en;
reg green_en;
reg blue_en;
wire [7:0] redplusgreen;
add #(
    .a_bits (8),
    .b_bits (8),
    .q_bits (8)
) add_a (
    .i_clk(i_clk),
    .i_a  (r_red),
    .i_b  (r_green),
    .o_q  (redplusgreen)
);
wire [7:0] gray;
add #(
    .a_bits (8),
    .b_bits (8),
    .q_bits (8)
) add_b (
    .i_clk(i_clk),
    .i_a  (redplusgreen),
    .i_b  (r_blue),
    .o_q  (gray)
);
always @(*) begin 
    {blue_en, green_en, red_en} <= pipe_color_ctr[lp_pipe_color_ctr_bits-1:lp_pipe_color_ctr_bits-3];
end
shiftbuffer #(
	.p_stages(18),
	.p_width(9)
) end_shifter (
	.i_clk(i_clk),
	.i_rst(i_rst),
	.i_stall(stalled),
	.in({gray, r_sof_delay[lp_sof_delay-1]}),
	.in_valid(pipe_result_delay[lp_result_out_delay_bits-1]),
	.out({data_out, sof_out}),
	.out_valid(valid_out)
);
always @(posedge i_clk) begin
    if (i_rst) begin
        r_color_ctr <= 3'b001;
        pipe_result_delay <= 0;
        pipe_color_ctr <= 0;
    end  
    else begin
        if(!stalled && valid_in) begin
            r_color_ctr[0] <= r_color_ctr[2];
            r_color_ctr[2:1] <= r_color_ctr[1:0];
        end
        pipe_color_ctr <= {pipe_color_ctr[lp_pipe_color_ctr_bits-4:0], r_color_ctr};
        pipe_result_delay <= {pipe_result_delay[lp_result_out_delay_bits-2:0], blue_en};
        r_sof_delay <= {r_sof_delay[lp_sof_delay-2:0], sof_in};
        r_blue_q <= {r_blue_q[15:0], r_blue};
        if(red_en)   r_red   <= a_mul_q[7+8-1 -: 8];
        if(green_en) r_green <= a_mul_q[7+8-1 -: 8];
        if(blue_en)  r_blue  <= a_mul_q[7+8-1 -: 8];
    end  
end
endmodule  
module mul
#(
    parameter latency = 4,
    parameter a_bits = 32,
    parameter b_bits = 32
)(
    input wire                      i_clk,
    input wire  [a_bits-1:0]        i_a,
    input wire  [b_bits-1:0]        i_b,
    output wire [a_bits+b_bits-1:0] o_q
);
reg [a_bits+b_bits-1:0] r_lat [latency-1:0];
assign o_q = r_lat[latency-1];
integer i;
always @(posedge i_clk) begin
    r_lat[0] <= i_a * i_b;
    for(i=1; i < latency; i = i + 1) begin
        r_lat[i] <= r_lat[i-1];
    end  
end
endmodule
module shiftbuffer #(
	parameter p_stages = 6,
	parameter p_width = 32
)(
	input wire i_clk,
	input wire i_rst,
	input wire i_stall,
	input wire [p_width-1:0] in,
	input wire in_valid,
	output wire [p_width-1:0] out,
	output wire out_valid
);
reg [p_width*p_stages-1:0] shifter;
reg [p_width*p_stages-1:0] shifter_new;
reg [p_stages-1:0] valid_shifter;
reg [p_stages-1:0] valid_shifter_new;
assign out_valid = valid_shifter[p_stages-1];
assign out = shifter[p_width*p_stages-1 -: p_width];
integer i;
reg found;
reg [p_stages-1:0] shiftstages;
always @(*) begin
	valid_shifter_new = valid_shifter;
	shifter_new = shifter;
	shiftstages = 0;
	found = 0;
	if(in_valid) begin
		for(i=p_stages-1; i >= 0; i = i - 1) begin
			if (!valid_shifter_new[i] && !found) begin
				found = 1;
				shifter_new[i*p_width +: p_width] = in;
				valid_shifter_new[i] = 1;
			end
		end
	end
end
always @(posedge i_clk) begin
	if (i_rst) begin
		shifter <= 0;
		valid_shifter <= 0;
	end else begin
		if (i_stall) begin
			shifter <= shifter_new;
			valid_shifter <= valid_shifter_new;
		end else begin
			if(valid_shifter[p_stages-1]) begin
				shifter <= {shifter_new[p_width*(p_stages-1)-1:0], {p_width{1'b0}}};
				valid_shifter <= {valid_shifter_new[(p_stages)-2:0], 1'b0};
			end else begin
				shifter <= shifter_new;
				valid_shifter <= valid_shifter_new;
			end	
		end
	end
end
endmodule
File: design/flow/run.sh
#!/bin/bash
# OpenROAD 26Q1-2900-gdf79404cd8, Yosys 0.63+post, stock flow scripts
make -C /OpenROAD-flow-scripts/flow DESIGN_CONFIG=/design/flow/config.mk WORK_HOME=/design/flow/orfs finish
==> run_results.csv <==
group,metric,value,unit
route,wl_per_cell,14.5,microns
clocking,cts_max_level,2,
cells_and_area,layout-area-overhead-vs-synth,12.6,%
timing,final_setup_viols,0,
timing,period_needed,5.56,ns
setup_path,timing_endpoint_of_the_critical_path,"mul_a.r_lat[0][13]",
synthesis,postSynthSeqShare,50.3,%
route,drt_first_pass_iters,5,
job,cap_viol_max_count,0,
timing,slew_violations,0,
global_route,initial_antenna_violation_count,0,
power,max_ir_drop_vdd,0.115,mV
die,fp_util,40.8,%
clocking,tritoncts,"done",
clocking,insertion_delay,0.51,ns
power,pwrdens,187,mW/mm^2
clocking,clock_sinks,317,
global_route,grt_first_pass_wirelength,43000,microns
cells_and_area,most_frequently_placed_logic_cell_in_the_final_layout,"sky130_fd_sc_hd__dfxtp_1",
setup_path,timing.critical_path.fanout_max,4,
timing,final_hold_violation_count,0,
setup_path,path_depth,17,
setup_path,worstPathArrival,5.95,ns
route,detailedRoute.firstIterationViolations,495,
place,place.detailed.hpwl,16100,microns
die,design.core.area,0.0327,sq mm
setup_path,worstSetupEndpointType,"register",
clocking,clk_pin_slew,0.06,ns
setup_path,critical_path.cell_chain,"clkdlybuf4s50_1, and2_1, ha_1, inv_1, fa_1, inv_1, fa_1, inv_1, fa_1, inv_1, ha_1, a21o_1, a21oi_1, a2bb2oi_1, a31oi_1, o21ai_0, a31oi_1",
timing,clock.fmax,180,MHz
route,detailroute.via_count,9078,
die,core.rowCount,66,
clocking,buffers_inserted_during_post_cts_setup_optimization,0,
synthesis,mapped_cells,1321,
die,floorplan.die.height,185,microns
clocking,clockRootBuffer,"sky130_fd_sc_hd__clkbuf_16",
synthesis,netlist.area_leader.share,42.2,%
timing,final.setup.tns,0,ns
synthesis,synth-seq-cells,317,
place,io_buffers,23,
setup_path,timing.critical_path.mode_cell,"sky130_fd_sc_hd__inv_1",
synthesis,synth-edff-count,36,
die,io_pins,24,
setup_path,rr_endpoint,"mul_a.r_lat[0][13]",
timing,final_min_period_over_clock_period,56.7,%
route,num_antenna_cells,0,
hold_path,hold_path_class,"register to register",
timing,fin_skew,0.0170,ns
route,drt-vias-per-instance,5.13,
clocking,ctsHoldBuffers,0,
timing,max_slew.worst_pin.slew,0.869,ns
global_route,grtUsageTotal,16.1,%
timing,timing.hold.ws,0.320,ns
die,die-area,0.0341,sq mm
synthesis,yosys.cell_types.count,53,
place,gp_congestion,0.793,
setup_path,cell_depth_of_the_worst_flop_to_flop_path,17,
synthesis,synth_area_per_cell,10.1,sq um
setup_path,critical_path.top_delay_family,"adder cells",
setup_path,timing.critical_path.slowest_cell_delay,0.53,ns
global_route,first_global_vias,8362,
setup_path,path_class,"input pin to register",
route,remaining_drc_errors,0,
setup_path,crit_required,10.19,ns
synthesis,synth.cell_area,0.0133,sq mm
setup_path,slowest_stage,"sky130_fd_sc_hd__fa_1",
cells_and_area,drive_gt1_share,11.3,%
clocking,clockBufferDepth,3,
route,ant_nets,0,
setup_path,critical_path.n_buffers_inverters,5,
synthesis,ff_type,"sky130_fd_sc_hd__dfxtp_1",
setup_path,reg2reg_setup_slack,5.22,ns
power,p_leak,5.88,nW
run_status,run_status,"completed",
job,openroad.warnings,25,
clocking,tritoncts.num_buffers,35,
timing,rsz0062_at_grt,"false",
synthesis,asyncSetResetFlopFracSynth,0,%
synthesis,ys_chip_area,0.0133,sq mm
synthesis,synth_area_leader_cell,"sky130_fd_sc_hd__dfxtp_1",
global_route,final_global_route_overflow_total,0,
setup_path,critPathLaunch,"data_in[4]",
synthesis,netlist_top_cells_area,"sky130_fd_sc_hd__dfxtp_1 (42%), sky130_fd_sc_hd__edfxtp_1 (8.1%), sky130_fd_sc_hd__a211oi_1 (6.0%)",
route,drt_wl_total,25700,microns
cells_and_area,final_layout_top_logic_cells,"sky130_fd_sc_hd__dfxtp_1 (281), sky130_fd_sc_hd__nor2_1 (191), sky130_fd_sc_hd__a211oi_1 (106)",
clocking,ctsResizeCount,0,
synthesis,ys_cells,1321,
timing,slew-limit-headroom,41.8,%
setup_path,reg2reg_from,"r_color_ctr[1]",
global_route,grt_start_max_net_pins,82,
synthesis,synth_warnings,0,
setup_path,start_kind,"input pin",
die,dieWidth,185,microns
==> area by class of cell <==
| class | instances | area [sq um] |
|---|---|---|
| clock buffers | 49 | 1050 |
| clock inverters | 15 | 98.8 |
| fillers | 3047 | 17700 |
| inverters | 50 | 188 |
| multi-input cells | 854 | 6030 |
| flip-flops and latches | 317 | 6710 |
| well taps | 442 | 553 |
| repair buffers | 44 | 385 |
==> layer usage <==
metal | wire length, microns | vias up | track usage (%)
li1 | - | 4641 | -
met1 | 13200 | 4268 | 26.5
met2 | 10900 | 134 | 23.0
met3 | 1210 | 35 | 3.02
met4 | 426 | 0 | 2.74
met5 | 0 | - | 0
==> worst min path at each step <==
stage,slack [ns],start,end,cells after the start
after CTS,0.32,add_b.r_lat[0][4],add_b.r_lat[0][12],0
after global routing,0.32,add_b.r_lat[0][5],add_b.r_lat[0][13],0
final,0.32,add_b.r_lat[0][4],add_b.r_lat[0][12],0
==> cells in the mapped netlist (3+ instances only) <==
master	count
sky130_fd_sc_hd__inv_1	50
sky130_fd_sc_hd__a311oi_1	3
sky130_fd_sc_hd__buf_2	10
sky130_fd_sc_hd__nand2_1	26
sky130_fd_sc_hd__nand3_1	9
sky130_fd_sc_hd__mux2i_1	76
sky130_fd_sc_hd__dfxtp_1	281
sky130_fd_sc_hd__buf_4	11
sky130_fd_sc_hd__clkbuf_1	74
sky130_fd_sc_hd__nand4_1	5
sky130_fd_sc_hd__xor2_1	5
sky130_fd_sc_hd__a211oi_1	106
sky130_fd_sc_hd__o21ai_0	33
sky130_fd_sc_hd__nor2_2	4
sky130_fd_sc_hd__and4_1	4
sky130_fd_sc_hd__and3_1	3
sky130_fd_sc_hd__xnor2_1	14
sky130_fd_sc_hd__nand2b_1	6
sky130_fd_sc_hd__nor3_1	51
sky130_fd_sc_hd__nor2b_1	42
sky130_fd_sc_hd__buf_1	5
sky130_fd_sc_hd__o21ai_1	5
sky130_fd_sc_hd__mux2_2	54
sky130_fd_sc_hd__nor2_1	191
sky130_fd_sc_hd__o22ai_1	38
sky130_fd_sc_hd__fa_1	15
sky130_fd_sc_hd__a21oi_1	46
sky130_fd_sc_hd__and2_1	9
sky130_fd_sc_hd__edfxtp_1	36
sky130_fd_sc_hd__ha_1	54
sky130_fd_sc_hd__a21o_1	15
sky130_fd_sc_hd__nor4_1	9
sky130_fd_sc_hd__or2_2	3
==> worst reg2reg max path: stages (launching register included) <==
cell and delay [ns]:
sky130_fd_sc_hd__dfxtp_1 0.39, sky130_fd_sc_hd__nor3b_1 0.62, sky130_fd_sc_hd__and2_1 0.25, sky130_fd_sc_hd__ha_1 0.13, sky130_fd_sc_hd__inv_1 0.05, sky130_fd_sc_hd__fa_1 0.53
sky130_fd_sc_hd__inv_1 0.05, sky130_fd_sc_hd__fa_1 0.47, sky130_fd_sc_hd__inv_1 0.05, sky130_fd_sc_hd__fa_1 0.47, sky130_fd_sc_hd__inv_1 0.04, sky130_fd_sc_hd__ha_1 0.32
sky130_fd_sc_hd__a21o_1 0.17, sky130_fd_sc_hd__a21oi_1 0.20, sky130_fd_sc_hd__a2bb2oi_1 0.23, sky130_fd_sc_hd__a31oi_1 0.14, sky130_fd_sc_hd__o21ai_0 0.25, sky130_fd_sc_hd__a31oi_1 0.11
==> registers in the layout, indices dropped and copies added (netlist names), 12 cells and up <==
name / count
pipe_color_ctr: 12
end_shifter.valid_shifter: 18
end_shifter.shifter: 162
add_a.r_lat: 24
add_b.r_lat: 24
mul_a.r_lat: 32
r_sof_delay: 12
==> metrics by stage <==
stage	util, %	total power, W	std cells	setup slack, ns	area, sq um
after global routing	45.9	0.00292	1771	3.95	15000
after detailed placement	42.4	0.00157	1707	3.71	13900
after CTS	45.9	0.00285	1771	4.25	15000
after global placement	42.4	0.00157	1707	3.78	13900
final	45.9	0.00281	1771	4.24	15000
after floorplan	-	0.00152	1321	4.45	13300
==> logic make-up (layout without fill, tap and decap cells) <==
kind of cell / after synthesis / after routing / synth area share, %
simple gates: 373 / 373 / 13.2
flops: 317 / 317 / 50.3
compound gates: 263 / 263 / 13.1
buf+inv: 150 / 158 / 4.62
mux: 130 / 130 / 10.3
fa+ha+maj: 69 / 69 / 7.31
xor+xnor: 19 / 19 / 1.25
==> where the power goes <==
group	switching, W	internal [W]
clock	0.000516	0.000755
sequential	0.0000184	0.00138
combinational	0.0000858	0.0000529
total	0.000620	0.00219
Power figures rest on the tool's default switching activity, not on a simulated workload.
