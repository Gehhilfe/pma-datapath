### design/flow/run.sh
#!/bin/bash
# OpenROAD 26Q1-2900-gdf79404cd8, Yosys 0.63+post, stock flow scripts
make -C /OpenROAD-flow-scripts/flow DESIGN_CONFIG=/design/flow/config.mk WORK_HOME=/design/flow/orfs finish
### design/flow/config.mk
export PLATFORM = sky130hd
export DESIGN_NAME = datapath_histogram
export DESIGN_NICKNAME = datapath_histogram
export VERILOG_FILES = /design/flow/design.v
export SDC_FILE = /design/flow/constraint.sdc
export NUM_CORES = 4
export LEC_CHECK = 1
export CORE_UTILIZATION = 50
export SYNTH_HDL_FRONTEND = slang
### design/flow/constraint.sdc
current_design datapath_histogram

set clk_period 5.1
set clk_io_pct 0.2

create_clock -name clk0 -period $clk_period [get_ports {i_clk}]

set non_clock_inputs [all_inputs -no_clocks]
set_input_delay [expr $clk_period * $clk_io_pct] -clock clk0 $non_clock_inputs
set_output_delay [expr $clk_period * $clk_io_pct] -clock clk0 [all_outputs]
### design/flow/design.v
module datapath_histogram #(
    parameter p_bins = 30
)(
    input wire i_clk,
    input wire i_rst,
    input wire [7:0] data_in,
    input wire valid_in,
    input wire sof_in,
    output wire busy_out,
    output wire [7:0] data_out,
    output wire valid_out,
    output wire sof_out,
    input wire busy_in
);
wire [15:0] a_mul_q;
wire [7:0] bin = a_mul_q[15:8];
wire stalled = busy_in;
reg [3:0] valid_q;
mul #(
    .a_bits (8),
    .b_bits (8)
    ) mul_a (
    .i_clk(i_clk),
    .i_a  (p_bins-1),
    .i_b  (data_in),
    .o_q  (a_mul_q)
);
shiftbuffer #(
    .p_stages(18),
    .p_width(8)
) end_shifter (
    .i_clk(i_clk),
    .i_rst(i_rst),
    .i_stall(stalled),
    .in(bin),
    .in_valid(valid_q[3]),
    .out(data_out),
    .out_valid(valid_out)
);
always @(posedge i_clk) begin
    if (i_rst) begin
        valid_q <= 0;
    end else begin
        valid_q[0] <= valid_in;
        valid_q[3:1] <= valid_q[2:0];
    end 
end  
endmodule
module mul
#(
    parameter latency = 4,
    parameter a_bits = 32,
    parameter b_bits = 32
)(
    input wire                      i_clk,
    input wire  [a_bits-1:0]        i_a,
    input wire  [b_bits-1:0]        i_b,
    output wire [a_bits+b_bits-1:0] o_q
);
reg [a_bits+b_bits-1:0] r_lat [latency-1:0];
assign o_q = r_lat[latency-1];
integer i;
always @(posedge i_clk) begin
    r_lat[0] <= i_a * i_b;
    for(i=1; i < latency; i = i + 1) begin
        r_lat[i] <= r_lat[i-1];
    end  
end
endmodule
module shiftbuffer #(
	parameter p_stages = 6,
	parameter p_width = 32
)(
	input wire i_clk,
	input wire i_rst,
	input wire i_stall,
	input wire [p_width-1:0] in,
	input wire in_valid,
	output wire [p_width-1:0] out,
	output wire out_valid
);
reg [p_width*p_stages-1:0] shifter;
reg [p_width*p_stages-1:0] shifter_new;
reg [p_stages-1:0] valid_shifter;
reg [p_stages-1:0] valid_shifter_new;
assign out_valid = valid_shifter[p_stages-1];
assign out = shifter[p_width*p_stages-1 -: p_width];
integer i;
reg found;
reg [p_stages-1:0] shiftstages;
always @(*) begin
	valid_shifter_new = valid_shifter;
	shifter_new = shifter;
	shiftstages = 0;
	found = 0;
	if(in_valid) begin
		for(i=p_stages-1; i >= 0; i = i - 1) begin
			if (!valid_shifter_new[i] && !found) begin
				found = 1;
				shifter_new[i*p_width +: p_width] = in;
				valid_shifter_new[i] = 1;
			end
		end
	end
end
always @(posedge i_clk) begin
	if (i_rst) begin
		shifter <= 0;
		valid_shifter <= 0;
	end else begin
		if (i_stall) begin
			shifter <= shifter_new;
			valid_shifter <= valid_shifter_new;
		end else begin
			if(valid_shifter[p_stages-1]) begin
				shifter <= {shifter_new[p_width*(p_stages-1)-1:0], {p_width{1'b0}}};
				valid_shifter <= {valid_shifter_new[(p_stages)-2:0], 1'b0};
			end else begin
				shifter <= shifter_new;
				valid_shifter <= valid_shifter_new;
			end	
		end
	end
end
endmodule
==> flow_summary.toml <==
# yosys + openroad results
[die]
ioPinCount = 24
coreArea_sq_um = 16800
chipArea_sq_um = 18000
initCoreUtil = 0.519
die-height_um = 134
die_x_um = 134
rows = 47

[drt]
first_iter_violations = 438
via_count = 7070
drc = 0
wl_um = 19300
postRouteAntennaNets = 0
dr.pass1.iters = 4
wl_per_cell_um = 16.3
antennaDiodeCount = 0
vias_per_cell = 5.99

[clock_network]
htreeDepth = 4
cts_tree = "built"
clk_path_buf_depth = 2
clk_pin_slew_ns = 0.06
numCtsBuffers = 17
cts-resized-gates = 0
post_cts_buffers = 0
cts_root_buf = "clkbuf_16"
clk_latency_ns = 0.42
clock_sinks = 186
ctsHoldBuffers = 0

[power_and_ir_drop]
power.switching_fraction = 0.262
p_sw_w = 0.000865
power.internal_w = 0.00244
powerDensity_nw_per_um2 = 349
ir_worst_vdd_uv = 266
clkPwrFrac = 0.395
p_leak_nw = 3.39
seqPwrFrac = 0.473
power_frac_comb = 0.132

[global_routing]
grt_max_degree = 140
busiest_layer = "met2"
grt_pass1_wl_um = 32500
grt_overflow = 0
grt_usage = 0.231
grt_pass1_vias = 6518
grtUsageMet2 = 0.362
grt_use_met3 = 0.0386
grt_use_met1 = 0.354
antenna_found_initial = 0

[logic_synthesis]
ys_cells = 994
top_area_cell = "dfxtp_1"
synth_flops = 186
edf_count = 0
ys_warn_count = 2
synth.distinct_cells = 62
top_cells_by_area = "dfxtp_1, a21oi_1, a211oi_1, nand3_1, nor2_1"
ys_area_sq_um = 8730
synthCells = 994
async_flop_share = 0
ys_dominant_reg_cell = "dfxtp_1"
ys_seq_share = 0.427
yosysTopAreaCellShare = 0.427
synth_area_sq_um = 8730
synth_area_per_cell_sq_um = 8.78

[timing]
layout_min_cycle_time_ns = 4.01
finalClockSkew_ns = 0.0110
fin_setup_tns_ns = 0
rsz0062_at_grt = "no"
relSlewSlack = 0.469
finalMaxSlewViolations = 0
fmax_ghz = 0.249
tightest_slew_ns = 0.796
finalSetupViolCount = 0
finalCritPeriodShare = 0.786
final_hold_viol_count = 0
timing.final.ws_setup_ns = 1.09

[setup_path]
r2r_cells = 5
worstSetupPathType = "input port to flip-flop"
crit_arrival_ns = 4.31
regToRegStartpoint = "end_shifter.valid_shifter[17]"
cp-end-kind = "flip-flop"
critPathMaxFanout = 4
worstPathRequired_ns = 5.40
startpoint = "data_in[4]"
startpoint_type = "input port"

[job]
warnings = 31
drv_cap = 0

[min_path]
min_path_cells = 0
hold_class = "flip-flop to flip-flop"
hp-start = "mul_a.r_lat[1][9]"

[placement]
dp_hpwl_um = 12600
routabilityCongestion = 0.887
port_buffers = 20
place_ws_ns = 0.624

[layout]
drive_gt1_frac = 0.0979
utilization = 0.563
area_delta_synth_final_pct = 8.50

[outcome]
status = "completed"
cells by family after synthesis:
kind of cell / synth area share
AOI/OAI and AO/OA: 0.212
xor gates and xnor gates: 0.00502
adders and majority gates: 0.0574
buffers and inverters: 0.0652
DFF: 0.427
muxes: 0.0397
other: 0.000430
and+or+nand+nor: 0.194
final cells by class:
type,count,area (sq um)
clock buffer,22,474
timing repair buffer,35,323
fill,1460,7350
clock inverter,9,115
sequential,186,3720
multi-input combinational,680,4450
tap,220,275
inverter,28,105
worst max-delay path, cell delays in order:
cell	delay [ns]
clkdlybuf4s50_1	0.60
fa_1	0.46
ha_1	0.28
inv_1	0.04
fa_1	0.47
inv_1	0.04
ha_1	0.18
o41ai_1	0.43
o21ai_0	0.24
a2111o_1	0.40
o211a_1	0.13
cell usage in the layout (no fill, tap or decap), types with 19 or more instances in the layout:
cell             netlist  layout
ha_1                  24      24
o21ai_0               24      24
a21oi_1               94      94
a211oi_1              52      52
nand2_1               37      37
mux2_2                21      21
clkdlybuf4s50_1        0      19
nand3_1               74      74
nor3_1                64      64
inv_1                 28      28
dfxtp_1              186     186
nor2_1                98      98
registers in the layout (all words and copies together), names as in the netlist:
name / count
end_shifter.shifter: 144
end_shifter.valid_shifter: 18
mul_a.r_lat: 20
valid_q: 4
per-stage QoR:
stage	total power, W	area, sq um	instances	hold slack [ns]
after global routing	0.00344	9470	1180	0.328
after global placement	0.00202	8880	1149	0.310
after floorplan	0.00186	8730	995	0.310
after CTS	0.00333	9470	1180	0.319
after detailed placement	0.00203	8880	1149	0.312
final	0.00330	9470	1180	0.320
synth_stat cells (3+ instances only):
master	n
a2111oi_0	6
a211oi_1	52
a21oi_1	94
a221oi_1	4
a31oi_1	9
a32oi_1	8
and2_1	7
and3_1	7
and4_1	3
buf_1	7
buf_2	26
buf_4	14
clkbuf_1	54
dfxtp_1	186
fa_1	10
ha_1	24
inv_1	28
mux2_2	21
mux2i_1	11
nand2_1	37
nand2b_1	5
nand3_1	74
nand3b_1	3
nand4_1	7
nand4b_1	4
nor2_1	98
nor2b_1	7
nor3_1	64
nor4_1	3
o211ai_1	12
o21a_1	7
o21ai_0	24
o21ai_1	4
o221a_2	15
o22ai_1	5
o31a_1	7
o31ai_1	5
o32ai_1	10
xnor2_1	3
path summary, 6_finish.rpt:
kind                                                end  slack, ns
worst min register to register        mul_a.r_lat[2][9]       0.32
worst min-delay path                  mul_a.r_lat[2][9]       0.32
worst max register to register  end_shifter.shifter[36]       2.11
worst max-delay path                 mul_a.r_lat[0][12]       1.09
layer usage:
metal | part of all wire | routed length [um]
met4 | 0.018 | 347
met3 | 0.047 | 905
met2 | 0.46 | 8820
met5 | 0 | 0
met1 | 0.48 | 9180
power groups by stage:
stage     Sequential, W  Clock (W)  Combinational, W
5_1_grt         0.00157    0.00140          0.000477
4_1_cts         0.00156    0.00133          0.000437
6_report        0.00156    0.00130          0.000437
No activity file was given, so power comes from the tool's default toggle rates.
