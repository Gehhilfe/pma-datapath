==> design.v <==
module conv_seq_to_parallel #(
    parameter C_ROW_SIZE = 8,
    parameter p_dataBits = 8,
    parameter p_rows = 3,
    parameter p_cols = 3
)(
    input wire i_clk,
    input wire i_rst,
    input wire [p_dataBits-1:0] data_in,
    input wire valid_in,
    input wire sof_in,
    output wire busy_out,
    output reg [p_rows*p_cols*p_dataBits-1:0] data_out,
    output reg valid_out,
    output wire sof_out,
    input wire busy_in
);
wire [p_rows*p_cols*p_dataBits-1:0] data_out_next;
wire stalled = busy_in;
assign busy_out = stalled;
wire [p_dataBits*(p_rows)-1:0] row_in;
wire [p_rows-1:0] row_valid_in;
assign row_in[p_dataBits-1:0] = (!stalled && valid_in)?data_in:0;
assign row_valid_in[0] = (!stalled && valid_in);
wire [p_cols*p_rows-1:0] valid_out_shift;
localparam lp_sift_out_bits = C_ROW_SIZE*(p_rows-1)+p_cols+1;
reg [lp_sift_out_bits-1:0] sof_out_shift;
reg valid_in_reg;
assign sof_out = (valid_out)?sof_out_shift[lp_sift_out_bits-1]:0;
always @(posedge i_clk) begin
    valid_in_reg <= (stalled)?0:valid_in;
    if (i_rst) begin
        data_out <= 0;
        valid_out <= 0;
        sof_out_shift <= 0;
    end  
    else begin
        data_out <= data_out_next;
        if(!valid_out && (valid_in || valid_in_reg))
            valid_out <= &valid_out_shift;
        else begin
            if(!stalled && !valid_in_reg) valid_out <= 0;
        end
        if(valid_in) begin
            sof_out_shift[lp_sift_out_bits-1:0] <= {sof_out_shift[lp_sift_out_bits-2:0], sof_in};
        end
    end  
end  
genvar i;
genvar j;
generate
    for (i = 0; i < p_rows; i = i + 1) begin
        reg [p_dataBits*C_ROW_SIZE-1:0] row_shift;
        reg [C_ROW_SIZE-1:0] row_valid;
        assign valid_out_shift[(i+1)*p_cols-1-:p_cols] = row_valid[p_cols-1:0];
        if(i < p_rows-1) begin
            assign row_in[p_dataBits*(i+2)-1 -: p_dataBits] = row_shift[p_dataBits*C_ROW_SIZE-1 -: p_dataBits];
            assign row_valid_in[i+1] = row_valid[C_ROW_SIZE-1];
        end
        assign data_out_next[i*p_rows*p_dataBits+p_cols*p_dataBits-1 -: p_cols*p_dataBits] = row_shift[p_cols*p_dataBits-1:0];
        always @(posedge i_clk) begin
            if (i_rst) begin
                row_shift <= 0;
                row_valid <= 0;
            end  
            else begin
                if(!stalled && valid_in) begin
                    row_shift[p_dataBits*C_ROW_SIZE-1:p_dataBits] <= row_shift[p_dataBits*C_ROW_SIZE-1-p_dataBits:0];
                    if(sof_in) begin
                        row_valid[C_ROW_SIZE-1:1] <= 0;
                    end else begin
                        row_valid[C_ROW_SIZE-1:1] <= row_valid[C_ROW_SIZE-2:0];
                    end
                    row_shift[p_dataBits-1:0] <= row_in[p_dataBits*(i+1)-1 -: p_dataBits];
                    row_valid[0] <= row_valid_in[i];
                end  
            end  
        end
    end
endgenerate
endmodule
==> run.sh <==
#!/bin/bash
# OpenROAD 26Q1-2900-gdf79404cd8, Yosys 0.63+post, stock flow scripts
make -C /OpenROAD-flow-scripts/flow DESIGN_CONFIG=/design/flow/config.mk WORK_HOME=/design/flow/orfs finish
==> config.mk <==
export PLATFORM = sky130hd
export DESIGN_NAME = conv_seq_to_parallel
export DESIGN_NICKNAME = conv_seq_to_parallel
export VERILOG_FILES = /design/flow/design.v
export SDC_FILE = /design/flow/constraint.sdc
export NUM_CORES = 4
export LEC_CHECK = 1
export CORE_UTILIZATION = 30
export SYNTH_HDL_FRONTEND = slang
==> constraint.sdc <==
current_design conv_seq_to_parallel

set clk_period 11.8
set clk_io_pct 0.2

create_clock -name clk0 -period $clk_period [get_ports {i_clk}]

set non_clock_inputs [all_inputs -no_clocks]
set_input_delay [expr $clk_period * $clk_io_pct] -clock clk0 $non_clock_inputs
set_output_delay [expr $clk_period * $clk_io_pct] -clock clk0 [all_outputs]
==> impl_metrics.ini <==
; physical design summary
[job]
tool_warnings = 25
timing.max_cap.violations = 0

[global_routing]
globalRouteOverflowTotal = 0
initial_antenna_violation_count = 0
grt-busiest-layer = met1
grt_start_max_net_pins = 71
grt.met3_usage = 0.02071
via_count_of_the_first_global_routing_pass = 5015
grtUsageMet1 = 0.1832
global_route_wire_length_before_repair_um = 25980
gr-usage-met2 = 0.1629
grtUsageTotal = 0.1134

[floorplan]
ios = 88
die_area_um2 = 28400
core_util_at_fp = 0.3069
die_y_extent_um = 168.5
num_rows = 60
die_x_um = 168.5
core_area_um2 = 27100

[clock_network]
clkLatencyLatePin_ns = 0.51
cts-htree-levels = 1
cts_root_buf = sky130_fd_sc_hd__clkbuf_16
cts_num_sinks = 265
cts-buffers-inserted = 27
ctsLongestPathBuffers = 3
postCtsResizedCells = 0
clkSlewWorstSetupHoldPaths_ns = 0.06
cts_hold_buffers = 0
tritoncts = built
post-cts-setup-buffer-count = 0

[synthesis]
xor_area_frac = 0
post_synth_instance_area_um2 = 8318
synthesis.yosys.warnings = 0
mux_area_frac = 0.02407
syn-mean-instance-area_um2 = 10.18
synth_cell_type_count = 22
ys_area_um2 = 8318
ys_sh_adder = 0
share_of_synthesized_cell_area_in_and_or_nand_and_nor_gates = 0.1650
netlist.top_cell.by_area = sky130_fd_sc_hd__dfxtp_1
mapped_cells = 817
post_synth_ao_oa_area_fraction = 0.1373
yosys_register_bits = 265
ys_top_cells_by_area = sky130_fd_sc_hd__dfxtp_1, sky130_fd_sc_hd__nand2_1, sky130_fd_sc_hd__o22a_1
main_logic_family_after_synthesis = simple AND/OR/NAND/NOR gates
netlist.area_leader.share = 0.6378
ys_seq_frac = 0.6378
synth-cells-yosys = 817

[layout]
syn2layout_area_growth_pct = 24.97
layout.filler_cells = 2599
drive_gt1_frac = 0.06125
final_design_area_no_fill_um2 = 10400
biggestRegsByFlops = genblk1.row_shift: 152 flops, data_out: 72 flops, sof_out_shift: 20 flops
largest_register = genblk1.row_shift
final_core_util = 0.3836
flip_flop_count_of_the_largest_register_all_copies_and_words_added = 152

[outcome]
status = finished, final reports clean

[worst_hold_path]
holdPathStages = 2
holdCritPathClass = flip-flop to flip-flop

[place]
placer_congestion_estimate = 0.7500
preCtsSetupSlack_ns = 5.957
postPlaceCellArea_um2 = 9427
buffer_ports.inserted = 87
detailed_place_hpwl_um = 9195

[critical_path]
critical_path.n_buffers_inverters = 2
crit_fanout = 3
path_depth = 2
critical-path-top-delay-family = buffers and inverters
r2r.worst_path.cells = 3
crit_path_start_kind = input port
cp_data_arrival_time_ns = 3.35
setup.worst_path.end_class = primary output
critPathMaxStageDelay_ns = 0.52
critical-path-top-cell-by-count = sky130_fd_sc_hd__clkdlybuf4s50_1
critical-path-slowest-cell = sky130_fd_sc_hd__clkdlybuf4s50_1
crit_required_ns = 9.44
worstSetupPathType = input port to primary output
rrSetupSlack_ns = 10.65
crit_path_cell_trace = clkdlybuf4s50_1 > clkdlybuf4s50_1

[timing]
setup_repair_after_global_routing_missed_its_margin = false
finalClockSkew_ns = 0.006236
finalCritPeriodShare = 0.4843
setup_viol_count_final = 0
totalNegativeSetupSlack_ns = 0
slew_headroom = 0.5253
finalHoldViolCount = 0
timing.final.ws_setup_ns = 6.085
worst_pin_slew_ns = 0.7120
maxClockFrequency_ghz = 0.1750
whs_ns = 0.4447
period_minus_slack_ns = 5.715
finalMaxSlewViolations = 0

[routing]
firstDrtPassIters = 6
ant_nets = 0
routed-via-count = 5546
via_per_inst = 4.367
postRouteWirelength_um = 15790
detail_route.iter0.violations = 320
diodes = 0
avgRoutedWirePerCell_um = 12.43
drt_drc_violations_left = 0

[pwr]
leakage_power_figure_nw = 3.860
power-per-cell-area_nw_per_um2 = 185.7
worst_case_vdd_ir_drop_uv = 84.33
-- routing by layer --
| layer | wire length (um) | vias up |
|---|---|---|
| li1 | - | 2871 |
| met1 | 7982 | 2560 |
| met2 | 6776 | 87 |
| met3 | 700 | 28 |
| met4 | 329 | 0 |
| met5 | 0 | - |
-- synthesized netlist by cell type --
cell type                  instances
sky130_fd_sc_hd__dfxtp_1         265
sky130_fd_sc_hd__nand2_1         181
sky130_fd_sc_hd__a21oi_1          98
sky130_fd_sc_hd__nor2b_1          72
sky130_fd_sc_hd__o22a_1           72
sky130_fd_sc_hd__buf_2            37
sky130_fd_sc_hd__nor2_1           22
sky130_fd_sc_hd__mux2i_1          20
sky130_fd_sc_hd__nand3b_1         16
sky130_fd_sc_hd__clkbuf_1         12
sky130_fd_sc_hd__buf_1             8
sky130_fd_sc_hd__buf_4             4
sky130_fd_sc_hd__and2_1            1
sky130_fd_sc_hd__and4b_1           1
sky130_fd_sc_hd__inv_1             1
sky130_fd_sc_hd__inv_2             1
sky130_fd_sc_hd__nand2b_1          1
sky130_fd_sc_hd__nand4_1           1
sky130_fd_sc_hd__nor2_4            1
sky130_fd_sc_hd__o211ai_1          1
sky130_fd_sc_hd__o21ai_0           1
sky130_fd_sc_hd__o41ai_1           1
-- per-stage QoR --
stage / total power, W / cells
CTS: 0.001957 / 1270
finish: 0.001931 / 1270
floorplan: 0.001005 / 817
global route: 0.002004 / 1270
detailed placement: 0.001044 / 1222
global placement: 0.001044 / 1222
-- cells by family after synthesis --
kind of cell | after synthesis
and+or+nand+nor | 296
DFF | 265
AOI/OAI and AO/OA | 173
buffers and inverters | 63
muxes | 20
-- where the power goes --
part | total (W) | switching [W] | leakage, nW | internal, W
clock | 0.000908 | 0.000336 | 0.480 | 0.000572
combinational | 0.0000852 | 0.0000426 | 1.22 | 0.0000425
sequential | 0.000938 | 0.0000123 | 2.16 | 0.000925
total | 0.00193 | 0.000390 | 3.86 | 0.00154
-- final timing paths --
check                                   startpoint                                    end
min          genblk1[0].row_shift[33]$_SDFFE_PP0P_  genblk1[0].row_shift[41]$_SDFFE_PP0P_
max reg2reg                 valid_out$_SDFFE_PP0P_                 valid_out$_SDFFE_PP0P_
max                                        busy_in                               busy_out
min reg2reg  genblk1[0].row_shift[33]$_SDFFE_PP0P_  genblk1[0].row_shift[41]$_SDFFE_PP0P_
-- layout by cell type (no fill, tap or decap), drive strengths merged --
cell type and instances:
a21oi 98, and2 1, and4b 1, buf 8, bufinv 5, clkbuf 38, clkdlybuf4s50 86, clkinv 5
dfxtp 265, inv 2, mux2i 20, nand2 181, nand2b 1, nand3b 16, nand4 1, nor2 23
nor2b 72, o211ai 1, o21ai 1, o22a 72, o41ai 1
-- cell type report --
type	instances	area, um2	share of cell area
Tap cell	372	465.4	0.04478
Timing Repair Buffer	94	924.6	0.08895
Sequential cell	265	5305	0.5104
Multi-Input combinational cell	489	2723	0.2619
Clock inverter	10	181.4	0.01745
Clock buffer	38	787.0	0.07571
Inverter	2	8.758	0.0008426
-- tightest hold or removal path: cells and delay by family, from the launching register on --
kind / cells / cell delay (ns)
AOI/OAI and AO/OA: 1 / 0.05
DFF: 1 / 0.31
and+or+nand+nor: 1 / 0.05
Power figures rest on the tool's default switching activity, not on a simulated workload.
